### /design/flow/run.sh
#!/bin/bash
# OpenROAD 26Q1-2900-gdf79404cd8, Yosys 0.63+post, stock flow scripts
make -C /OpenROAD-flow-scripts/flow DESIGN_CONFIG=/design/flow/config.mk WORK_HOME=/design/flow/orfs finish
### /design/flow/config.mk
export PLATFORM = sky130hd
export DESIGN_NAME = adder
export DESIGN_NICKNAME = adder
export VERILOG_FILES = /design/flow/design.v
export SDC_FILE = /design/flow/constraint.sdc
export NUM_CORES = 4
export LEC_CHECK = 1
export CORE_AREA = 10 10 70 70
export DIE_AREA = 0 0 80 80
### /design/flow/constraint.sdc
current_design adder

set clk_period 4.6
set clk_io_pct 0.2

create_clock -name clk0 -period $clk_period

set non_clock_inputs [all_inputs -no_clocks]
set_input_delay [expr $clk_period * $clk_io_pct] -clock clk0 $non_clock_inputs
set_output_delay [expr $clk_period * $clk_io_pct] -clock clk0 [all_outputs]
### /design/flow/design.v
module adder (
	a,
	b,
	y
);
	parameter WIDTH = 8;
	input wire [WIDTH - 1:0] a;
	input wire [WIDTH - 1:0] b;
	output wire [WIDTH - 1:0] y;
	assign y = a + b;
endmodule
==> flow_summary.json <==
{
  "regArea_um2": 0,
  "crit_required_ns": 3.68,
  "io_buffer_count": 24,
  "preCtsSetupSlack_ns": 0.671,
  "synth.area.top_cells": "ha_1, a21oi_1, o211ai_1, fa_1, inv_1",
  "wire_per_inst_um": 10.1,
  "synth.yosys.warnings": 0,
  "syn_to_final_growth_pct": 89.8,
  "totalWireLength_um": 1130,
  "die_h_um": 80,
  "vias": 391,
  "synth-xor-area-share": 0.106,
  "worstSetupPathType": "in2out",
  "diodes": 0,
  "syn_area_um2": 332,
  "via_per_inst": 3.49,
  "flops": 0,
  "drive_gt1_frac": 0.0152,
  "yosys.area_share.aoi": 0.374,
  "clkbuf_count": 0,
  "drt-initial-drc-count": 28,
  "syn_avg_cell_area_um2": 7.89,
  "dr.pass1.iters": 4,
  "n_fill_cell": 394,
  "fmax_mhz": 257,
  "yosys-stat-area_um2": 332,
  "ant_nets": 0,
  "ir_drop_mv": 0.0362,
  "warnings": 32,
  "cp-endpoint": "y[6]",
  "yosys_cells": 42,
  "die-width_um": 80,
  "grt_max_degree": 7,
  "dp_hpwl_um": 1030,
  "status": "finished clean",
  "hold_buffers": 0,
  "slew_violations": 0,
  "yosys-top-cells-count": "ha_1, a21oi_1, inv_1",
  "grt_pass1_vias": 393,
  "critPathLaunchType": "input port",
  "worst_setup_path_end_kind": "output port",
  "synth.largest_area_cell": "ha_1",
  "crit_fanout": 3,
  "post-route-worst-setup-slack_ns": 0.712,
  "num_io_pins": 24,
  "grt_first_pass_wirelength_um": 1830,
  "ys_sh_mux": 0,
  "hold_depth": 3,
  "drv_cap": 0,
  "postSynthSeqShare": 0,
  "gp_congestion": 0.719,
  "finalCriticalPeriod_ns": 3.89,
  "fin_setup_tns_ns": 0,
  "hold_violations": 0,
  "arrival_ns": 2.97,
  "synth.most_common_cell": "ha_1",
  "rsz0062_at_grt": "false",
  "crit_start": "a[0]",
  "adder_share": 0.325,
  "gr-total-overflow": 0,
  "postCtsResizedCells": 0,
  "ys_top_logic_family": "AND-OR/OR-AND gates",
  "p_per_area_mw_per_mm2": 124,
  "worst_pin_slew_ns": 0.416,
  "ys_sh_simple": 0.140,
  "syn_inst": 42,
  "cts_setup_buffers": 0,
  "drc": 0,
  "grtUsageTotal": 0.0340,
  "coreArea_mm2": 0.00342,
  "hp-class": "in2out",
  "fp-utilization": 0.0971,
  "top_area_frac": 0.264,
  "antenna_found_initial": 0,
  "finalSetupViolations": 0,
  "synth_cell_types": 23,
  "rows": 21,
  "chipArea_mm2": 0.00640,
  "fin_crit_sh": 0.845,
  "p_leak_nw": 0.242,
  "slew_headroom": 0.721
}
## layer usage
layer | routed length [um] | GRT usage
met2 | 453 | 0.0498
met4 | 0 | 0
met5 | 0 | 0
met3 | 196 | 0.0205
met1 | 476 | 0.0443
## power breakdown
| group | total, mW | internal (mW) | switching, mW |
|---|---|---|---|
| Combinational | 0.0779 | 0.0507 | 0.0272 |
| Clock | 0 | 0 | 0 |
| Sequential | 0 | 0 | 0 |
| Total | 0.0779 | 0.0507 | 0.0272 |
## worst max-delay path, stage by stage
cell and delay (ns):
clkdlybuf4s50_1 0.46, ha_1 0.19, inv_1 0.06, fa_1 0.43, nor2b_4 0.14, o311ai_0 0.12, o311ai_1 0.12, clkdlybuf4s50_1 0.52
## stage by stage
step           cell area [um2]  instances  power (mW)  utilization  hold WS, ns
3_3_place_gp               629        112      0.0792        0.184         2.87
6_report                   629        112      0.0779        0.184         2.86
3_5_place_dp               629        112      0.0794        0.184         2.87
4_1_cts                    629        112      0.0803        0.184         2.88
2_1_floorplan              332         42      0.0331            -         1.91
5_1_grt                    629        112      0.0878        0.184         2.91
## area by class of cell
cell class                      count  area (um2)  area share
Inverter                            5        18.8      0.0298
Multi-Input combinational cell     37         313       0.497
Tap cell                           46        57.6      0.0915
Timing Repair Buffer               24         240       0.382
## worst min-delay path by stage
| stage | start | to | slack (ns) |
|---|---|---|---|
| after global routing | b[0] | y[0] | 2.91 |
| final | b[0] | y[0] | 2.86 |
| after CTS | b[0] | y[0] | 2.88 |
## placed cells by master (no fill, tap or decap), types with 2 or more instances in the layout
cell type / instances
clkdlybuf4s50_1: 24
ha_1: 7
inv_1: 5
a21oi_1: 5
o211ai_1: 3
xor2_1: 2
o21ai_0: 2
xnor2_1: 2
## cell families (layout without fill, tap and decap cells)
group | count (synthesis) | in the layout
AND/OR/NAND/NOR | 7 | 7
XOR/XNOR | 4 | 4
buffers and inverters | 5 | 29
adder cells (fa/ha/maj) | 8 | 8
AND-OR/OR-AND | 18 | 18
Power is estimated from default activity; no workload was simulated.
